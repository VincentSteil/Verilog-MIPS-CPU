**design.v**
```verilog
module MIPS_CPU(CLK, RST, CS, WE, ADDR, Mem_Bus);
  input  CLK;
  input  RST;
  output CS;
  output WE;
  output [31:0] ADDR;
  inout [31:0] Mem_Bus;
  reg WE, CS;
  reg [31:0] ADDR;
  reg [31:0] PC;
  reg [31:0] instruction;
  wire [5:0] op_code;
  wire [5:0] op_code2;
  wire [15:0] immediate;
  wire [25:0] jump;
  reg [31:0] ALU_out;
  reg [31:0] lw_buffer;
  reg [31:0] sw_buffer;
  assign Mem_Bus = ((WE == 1'b0)) ? 32'bZ : sw_buffer;
  assign op_code = instruction [31:26];
  assign op_code2 = instruction [5:0];
  assign immediate = instruction [15:0];
  assign jump = instruction [25:0];
  reg RegW;
  reg [4:0] DR;    
  reg [4:0] SR1;   
  reg [4:0] SR2;   
  reg [31:0] Reg_In;  
  wire [31:0] ReadReg1;   
  wire [31:0] ReadReg2;   
  REG reg1(CLK, RegW, DR, SR1, SR2, Reg_In, ReadReg1, ReadReg2);
  reg[8:0] state;
  initial
    begin
      WE = 0;
      CS = 0;
      PC = 0;
      instruction = 0;
      ADDR = 0;
      ALU_out = 0;
      lw_buffer = 0;
      sw_buffer = 0;
      state = 0;
    end
  parameter fetch_instr     = 0;
  parameter fetch_instr_2   = 1;
  parameter decode_instr    = 2;
  parameter invalid_instr   = 3;
  parameter Add             = 4;
  parameter Add_2           = 5;
  parameter Add_3           = 6;
  parameter Add_4           = 7;
  parameter Add_5           = 64;
  parameter Sub             = 8;
  parameter Sub_2           = 9;
  parameter Sub_3           = 10;
  parameter Sub_4           = 11;
  parameter Sub_5           = 67;
  parameter XOR1            = 12;
  parameter XOR1_2          = 13;
  parameter XOR1_3          = 14;
  parameter XOR1_4          = 15;
  parameter XOR1_5          = 72;
  parameter AND1            = 16;
  parameter AND1_2          = 17;
  parameter AND1_3          = 18;
  parameter AND1_4          = 19;
  parameter AND1_5          = 71;
  parameter OR1             = 20;
  parameter OR1_2           = 21;
  parameter OR1_3           = 22;
  parameter OR1_4           = 23;
  parameter OR1_5           = 70;
  parameter slt             = 24;
  parameter slt_2           = 25;
  parameter slt_3           = 26;
  parameter slt_4           = 27;
  parameter slt_5           = 68;
  parameter srl             = 28;
  parameter srl_2           = 29;
  parameter srl_3           = 30;
  parameter srl_4           = 31;
  parameter srl_5           = 69;
  parameter sll             = 32;
  parameter sll_2           = 33;
  parameter sll_3           = 34;
  parameter sll_4           = 35;
  parameter sll_5           = 65;
  parameter jr              = 36;
  parameter jr_2            = 37;
  parameter jr_3            = 66;
  parameter addi            = 38;
  parameter addi_2          = 39;
  parameter addi_3          = 40;
  parameter addi_4          = 41;
  parameter addi_5          = 76;
  parameter andi            = 42;
  parameter andi_2          = 43;
  parameter andi_3          = 44;
  parameter andi_4          = 45;
  parameter andi_5          = 77;
  parameter ori             = 46;
  parameter ori_2           = 47;
  parameter ori_3           = 48;
  parameter ori_4           = 49;
  parameter ori_5           = 78;
  parameter lw              = 50;
  parameter lw_2            = 51;
  parameter lw_3            = 52;
  parameter lw_4            = 53;
  parameter lw_5            = 54;
  parameter lw_6            = 75;
  parameter sw              = 55;
  parameter sw_2            = 56;
  parameter sw_3            = 57;
  parameter sw_4            = 58;
  parameter beq             = 59;
  parameter beq_2           = 60;
  parameter beq_3           = 79;
  parameter bne             = 61;
  parameter bne_2           = 62;
  parameter bne_3           = 80;
  parameter j               = 63;
  always @ (posedge CLK)  begin
    case (state)
      fetch_instr:
        begin
          RegW <= 0;
          CS <= 1;
          WE <= 0;
          ADDR <= PC;
          PC <= PC + 1;
          state <= fetch_instr_2;       
        end
      fetch_instr_2:
        begin
          instruction <= Mem_Bus;
          state <= decode_instr;
        end
      decode_instr:
        begin
          case (op_code)
            0:     
              begin
                case (op_code2)
                  32:           
                    state <= Add;
                  34:
                    state <= Sub;
                  38:
                    state <= XOR1;
                  36:
                    state <= AND1; 
                  37:
                    state <= OR1;
                  42:
                    state <= slt;
                  2:
                    state <= srl;
                  0:
                    state <= sll;
                  8:
                    state <= jr; 
                  default:
                    state <= invalid_instr;                     
                endcase               
              end
            8:   
              state <= addi;
            12:  
              state <= andi;
            13:  
              state <= ori;
            35:  
              state <= lw;
            43:  
              state <= sw;
            4:  
              state <= beq;
            5:  
              state <= bne;
            2:  
              state <= j;
            default:
              state <= invalid_instr;
          endcase
        end
      invalid_instr:
        begin
          state <= invalid_instr;
        end
      Add:
        begin
          SR1 <= instruction[25:21];  
          SR2 <= instruction[20:16];  
          RegW <= 0;
          state <= Add_2;
        end
      Add_2:
        begin
          state <= Add_3;
        end
      Add_3:
        begin
          ALU_out <= ReadReg1 + ReadReg2;
          state <= Add_4;
        end
      Add_4:
        begin
          RegW <= 1;
          DR <= instruction[15:11];  
          state <= Add_5;          
        end
      Add_5:
        begin
          Reg_In <= ALU_out;
          state <= fetch_instr;
        end  
      Sub:
        begin
          SR1 <= instruction[25:21];  
          SR2 <= instruction[20:16];  
          RegW <= 0;
          state <= Sub_2;
        end
      Sub_2:
        begin
          state <= Sub_3;
        end
      Sub_3:
        begin
          ALU_out <= ReadReg1 - ReadReg2;
          state <= Sub_4;
        end
      Sub_4:
        begin
          RegW <= 1;
          DR <= instruction[15:11];  
          state <= Sub_5;          
        end
      Sub_5:
        begin
          Reg_In <= ALU_out;
          state <= fetch_instr;
        end    
      XOR1:
        begin
          SR1 <= instruction[25:21];  
          SR2 <= instruction[20:16];  
          RegW <= 0;
          state <= XOR1_2;
        end
      XOR1_2:
        begin
          state <= XOR1_3;
        end      
      XOR1_3:
        begin
          ALU_out <= ReadReg1 ^ ReadReg2;
          state <= XOR1_4;
        end
      XOR1_4:
        begin
          RegW <= 1;
          DR <= instruction[15:11];  
          state <= XOR1_5;          
        end
      XOR1_5:
        begin
          Reg_In <= ALU_out;
          state <= fetch_instr;
        end
      AND1:
        begin
          SR1 <= instruction[25:21];  
          SR2 <= instruction[20:16];  
          RegW <= 0;
          state <= AND1_2;
        end
      AND1_2:
        begin
          state <= AND1_3;
        end
      AND1_3:
        begin
          ALU_out <= ReadReg1 & ReadReg2;
          state <= AND1_4;
        end
      AND1_4:
        begin
          RegW <= 1;
          DR <= instruction[15:11];  
          state <= AND1_5;          
        end
      AND1_5:
        begin
          Reg_In <= ALU_out;
          state <= fetch_instr;
        end
      OR1:
        begin
          SR1 <= instruction[25:21];  
          SR2 <= instruction[20:16];  
          RegW <= 0;
          state <= OR1_2;
        end
      OR1_2:
        begin
          state <= OR1_3;
        end
      OR1_3:
        begin
          ALU_out <= ReadReg1 | ReadReg2;
          state <= OR1_4;
        end
      OR1_4:
        begin
          RegW <= 1;
          DR <= instruction[15:11];  
          state <= OR1_5;          
        end
      OR1_5:
        begin
          Reg_In <= ALU_out;
          state <= fetch_instr;
        end
      slt:
        begin
          SR1 <= instruction[25:21];  
          SR2 <= instruction[20:16];  
          RegW <= 0;
          state <= slt_2;
        end
      slt_2:
        begin
          state <= slt_3;
        end
      slt_3:
        begin
          if( ReadReg1 < ReadReg2)
            ALU_out <= 1;
          else
            ALU_out <= 0;         
          state <= slt_4;
        end
      slt_4:
        begin
          RegW <= 1;
          DR <= instruction[15:11];  
          state <= slt_5;          
        end
      slt_5:
        begin
          Reg_In <= ALU_out;
          state <= fetch_instr;
        end
      srl:
        begin
          SR1 <= instruction[20:16];  
          RegW <= 0;
          state <= srl_2;
        end
      srl_2:
        begin
          state <= srl_3;
        end
      srl_3:
        begin
          ALU_out <= ReadReg1 >> instruction[10:6];
          state <= srl_4;
        end
      srl_4:
        begin
          RegW <= 1;
          DR <= instruction[15:11];  
          state <= srl_5;          
        end
      srl_5:
        begin
          Reg_In <= ALU_out;
          state <= fetch_instr;
        end
      sll:
        begin
          SR1 <= instruction[20:16];  
          RegW <= 0;
          state <= sll_2;
        end
      sll_2:
        begin
          state <= sll_3;
        end
      sll_3:
        begin
          ALU_out <= ReadReg1 << instruction[10:6];
          state <= sll_4;
        end
      sll_4:
        begin
          RegW <= 1;
          DR <= instruction[15:11];  
          state <= sll_5;          
        end
      sll_5:
        begin
          Reg_In <= ALU_out;
          state <= fetch_instr;
        end
      jr:
        begin
          SR1 <= instruction[25:21];  
          RegW <= 0;
          state <= jr_2;
        end
      jr_2:
        begin
          state <= jr_3;
        end
      jr_3:
        begin
          PC <= ReadReg1;
          state <= fetch_instr;
        end
      addi:
        begin
          SR1 <= instruction[25:21];  
          RegW <= 0;
          state <= addi_2;
        end
      addi_2:
        begin
          state <= addi_3;
        end
      addi_3:
        begin
          ALU_out <= ReadReg1 + immediate;
          state <= addi_4;
        end
      addi_4:
        begin
          RegW <= 1;
          DR <= instruction[20:16];  
          state <= addi_5;          
        end
      addi_5:
        begin
          Reg_In <= ALU_out;
          state <= fetch_instr;
        end
      andi:
        begin
          SR1 <= instruction[25:21];  
          RegW <= 0;
          state <= andi_2;
        end
      andi_2:
        begin
          state <= andi_3;
        end
      andi_3:
        begin
          ALU_out <= ReadReg1 & immediate;
          state <= andi_4;
        end
      andi_4:
        begin
          RegW <= 1;
          DR <= instruction[20:16];  
          state <= andi_5;          
        end
      andi_5:
        begin
          Reg_In <= ALU_out;
          state <= fetch_instr;
        end
      ori:
        begin
          SR1 <= instruction[25:21];  
          RegW <= 0;
          state <= ori_2;
        end
      ori_2:
        begin
          state <= ori_3;
        end
      ori_3:
        begin
          ALU_out <= ReadReg1 | immediate;
          state <= ori_4;
        end
      ori_4:
        begin
          RegW <= 1;
          DR <= instruction[20:16];  
          state <= ori_5;          
        end
      ori_5:
        begin
          Reg_In <= ALU_out;
          state <= fetch_instr;
        end
      lw:
        begin
          SR1 <= instruction[25:21];  
          RegW <= 0;
          state <= lw_2;
        end
      lw_2:
        begin
          state <= lw_3;
        end
      lw_3:
        begin
          ALU_out <= ReadReg1 + immediate;
          state <= lw_4;
        end
      lw_4:
        begin
          CS <= 1;
          WE <= 0;
          ADDR <= ALU_out;
          state <= lw_5;          
        end
      lw_5:
        begin
          lw_buffer <= Mem_Bus;
          RegW <= 1;
          DR <= instruction[20:16];  
          state <= lw_6;
        end  
      lw_6:
        begin
          Reg_In <= lw_buffer;
          state <= fetch_instr;
        end   
      sw:
        begin
          SR1 <= instruction[25:21];  
          SR2 <= instruction[20:16];  
          RegW <= 0;
          state <= sw_2;
        end
      sw_2:
        begin
          ALU_out <= ReadReg1 + immediate;  
          state <= sw_3;
        end
      sw_3:
        begin
          ADDR <= ALU_out;                  
          sw_buffer <= ReadReg2;
          state <= sw_4;        
        end
      sw_4:
        begin
          CS <= 1;
          WE <= 1; 
          state <= fetch_instr;
        end
      beq:
        begin
          SR1 <= instruction[25:21];  
          SR2 <= instruction[20:16];  
          RegW <= 0;
          state <= beq_2;
        end
      beq_2:
        begin
          state <= beq_3;
        end
      beq_3:
        begin
          if (ReadReg1 == ReadReg2)
            PC <= PC + immediate;
          else
            begin
            end
          state <= fetch_instr;
        end
      bne:
        begin
          SR1 <= instruction[25:21];  
          SR2 <= instruction[20:16];  
          RegW <= 0;
          state <= bne_2;
        end
      bne_2:
        begin
          state <= bne_3;
        end  
      bne_3:
        begin
          if (ReadReg1 != ReadReg2)
            PC <= PC + immediate;
          else
            begin
            end
          state <= fetch_instr;
        end
      j:
        begin
          PC <= jump;
          state <= fetch_instr;
        end
      default:
        begin
          state <= fetch_instr;
        end
    endcase
  end
endmodule
module REG(CLK, RegW, DR, SR1, SR2, Reg_In, ReadReg1, ReadReg2);
input CLK;
input RegW;
input [4:0] DR;
input [4:0] SR1;
input [4:0] SR2;
input [31:0] Reg_In;
output reg [31:0] ReadReg1;
output reg [31:0] ReadReg2;
reg [31:0] REG [0:31];
integer i;
initial
begin
ReadReg1 = 0;
ReadReg2 = 0;
end
always @(posedge CLK)
begin
if(RegW == 1'b1)
  REG[DR] <= Reg_In[31:0];
ReadReg1 <= REG[SR1];
ReadReg2 <= REG[SR2];
end
endmodule
```
**run.sh**
```bash
#!/bin/bash
# OpenROAD 26Q1-2900-gdf79404cd8, Yosys 0.63+post, stock flow scripts
make -C /OpenROAD-flow-scripts/flow DESIGN_CONFIG=/design/flow/config.mk WORK_HOME=/design/flow/orfs finish
```
**config.mk**
```make
export PLATFORM = sky130hd
export DESIGN_NAME = MIPS_CPU
export DESIGN_NICKNAME = MIPS_CPU
export VERILOG_FILES = /design/flow/design.v
export SDC_FILE = /design/flow/constraint.sdc
export NUM_CORES = 4
export LEC_CHECK = 1
export CORE_UTILIZATION = 40
```
**constraint.sdc**
```tcl
current_design MIPS_CPU

set clk_period 22.7
set clk_io_pct 0.2

create_clock -name clk0 -period $clk_period [get_ports {CLK}]

set non_clock_inputs [all_inputs -no_clocks]
set_input_delay [expr $clk_period * $clk_io_pct] -clock clk0 $non_clock_inputs
set_output_delay [expr $clk_period * $clk_io_pct] -clock clk0 [all_outputs]
```
==> summary.rpt <==
JOB
-------------------------------------------------------------------------------------------
Number of logged tool warnings                                                          220
Reported max-cap violation count                                                          0

STA
-------------------------------------------------------------------------------------------
Final Setup Violations                                                                    0
Final Hold Fails                                                                          0
Top achievable clock speed                                                          163 MHz
Worst slew margin relative to its limit                                               32.2%
Unrepaired setup endpoints after global routing                                       false
Min Tclk post-route                                                                 6.12 ns
Summed negative setup slack over all endpoints                                         0 ns
Min Hold Slack                                                                     0.491 ns
Transition at the pin with the smallest max-transition slack                        1.01 ns
Clock Skews                                                                       0.0288 ns
Final worst-path cycle share                                                          27.0%
Count of pins over their slew limit                                                       0
Fin worst setup slack                                                              16.58 ns

WORST SETUP PATH
-------------------------------------------------------------------------------------------
CP delay by family, top                                                        buffers and inverters
Worst R2R Path Depth                                                                     17
CP Capture Type                                                                  output pin
Required time at the endpoint of the critical path                                 18.16 ns
CP Max Fanout                                                                             1
CP bufs+invs                                                                              1
Critical Path AT                                                                    1.58 ns
Critical R2R Capture                                                            ALU_out[31]
Worst Path Class, Setup                                                        register to output pin
Register-to-Register Setup Slack                                                   16.75 ns
Crit path max-delay cell type                                                  sky130_fd_sc_hd__clkdlybuf4s50_1
Startpoint type of the worst setup path                                            register
Startpoint of the most critical register-to-register path                          state[3]
Capture point of the worst path                                                    ADDR[26]
WP depth                                                                                  1
Crit path largest cell delay                                                        0.47 ns
Crit. Startpoint                                                                   ADDR[26]
Ordered cell list for the critical path                                        clkdlybuf4s50_1

CLOCK TREE
-------------------------------------------------------------------------------------------
Clock net sink count                                                                   1337
TritonCTS clock tree                                                                   done
H-tree Lvls                                                                               4
Buffer count from post-CTS setup fixing                                                   0
Clock edge transition at the registers on the reported setup and hold paths         0.06 ns
Clk buf depth                                                                             3
Number of CTS-inserted buffers                                                          144
Resized Gates After CTS                                                                   0
Clock tree root driver cell                                                    sky130_fd_sc_hd__clkbuf_16
Number of buffers added to fix hold violations after cts                                  0
Latency at later pin                                                                0.80 ns

LAYOUT
-------------------------------------------------------------------------------------------
Flip-flop count of the largest register, all copies and words added                    1024
Register with the most flip-flops                                                  reg1.REG
Most common cell after layout, fill and taps aside                             sky130_fd_sc_hd__edfxtp_1
Finished Core Util                                                                    45.1%
Layout cells sized above 1                                                            29.6%
Dominant logic cell types in the final layout                                  sky130_fd_sc_hd__edfxtp_1 (1266), sky130_fd_sc_hd__mux4_2 (659), sky130_fd_sc_hd__o21ai_0 (201)
Area delta synth->final                                                               12.2%
Total of fill cells in the finished design                                            14400

POWER AND IR DROP
-------------------------------------------------------------------------------------------
Leakage power of the design                                                         24.8 nW
Psw                                                                                 2.21 mW
Post-route total power                                                              7.13 mW
Share of total power in combinational logic                                           24.1%
Cell-internal power                                                                 4.92 mW
Peak supply drop                                                                  0.0755 mV
Clk pwr share                                                                         32.7%
Sequential share of power                                                             43.2%
Switching part of the total                                                           31.0%
Pwr per Cell Area                                                              93.3 nW/um^2

PLACEMENT
-------------------------------------------------------------------------------------------
Placed wire-length estimate                                                          132 mm
Worst setup slack after placement                                                  16.86 ns
# port buffers                                                                           34
Routability cong.                                                                     0.992

LOGIC SYNTHESIS
-------------------------------------------------------------------------------------------
Post-synth seq share                                                                  57.9%
Distinct lib cells used                                                                  87
Registers, synthesis                                                                   1337
Leading register cell type out of synthesis                                    sky130_fd_sc_hd__edfxtp_1
Cell total in the yosys stat output                                                    4099
YS warnings                                                                               3
Yosys stat area                                                                 68100 sq um
Share of flip-flops with an asynchronous set or reset after synthesis                    0%
Leading post-synthesis cells by cell area                                      sky130_fd_sc_hd__edfxtp_1 (56%), sky130_fd_sc_hd__mux4_2 (22%), sky130_fd_sc_hd__ha_1 (2.6%), sky130_fd_sc_hd__mux2_2 (2.6%), sky130_fd_sc_hd__dfxtp_1 (2.1%)
Post-synthesis instance area                                                    68100 sq um
Cells after synthesis                                                                  4099
Number of enable flip-flop cells                                                       1266
Area share of the leading cell type in the synthesized netlist                        55.8%
Yosys top cell by area                                                         sky130_fd_sc_hd__edfxtp_1
Mapped Avg Cell Area                                                             16.6 sq um

GLOBAL ROUTING
-------------------------------------------------------------------------------------------
Overflow after GRT                                                                        0
Met3 usage in global routing                                                          18.2%
First-pass GRT wire length                                                           307 mm
Antenna violations before repair                                                          3
Largest net degree at the start of global routing                                        66
Global routing met2 resource utilization                                              40.0%
Overall track demand over capacity in global routing                                  27.3%
Vias in the first global route                                                        42900
Routing layer with the top usage in global route                                       met2
Routing usage on met1                                                                 34.3%

FLOORPLAN
-------------------------------------------------------------------------------------------
IO Pins                                                                                  68
Floorplan core density                                                                40.2%
Overall die height                                                              415 microns
Horiz. Die Dim                                                                  415 microns
Area of the chip                                                               172000 sq um
Number of standard-cell rows in the floorplan                                           151
Standard cell core area                                                        169000 sq um

DRT
-------------------------------------------------------------------------------------------
Number of design-rule violations left by the first detailed-router iteration           3249
DRC Markers                                                                               0
Drt first pass iters                                                                      6
Antenna viol nets, final                                                                  0
Vias after detailed routing                                                           40700
Drt total wl                                                                         214 mm
Number of vias per cell                                                                6.27
Wire length per cell after detailed routing                                    33.0 microns

WORST HOLD PATH
-------------------------------------------------------------------------------------------
Min-delay worst type                                                           register to register

OUTCOME
-------------------------------------------------------------------------------------------
Result of the run                                                              finished, final reports clean

power groups by stage:
| stage | clock network [mW] | registers, mW | logic [mW] |
|---|---|---|---|
| final | 2.33 | 3.08 | 1.72 |
| after CTS | 2.38 | 3.07 | 1.70 |
| after global routing | 2.47 | 3.10 | 1.84 |
stage by stage:
stage | area, sq um | instances
after floorplan | 68100 | 4099
after global placement | 71700 | 6225
after detailed placement | 71700 | 6225
after CTS | 76400 | 6492
after global routing | 76400 | 6493
final | 76400 | 6494
how the worst min path moves through the flow:
stage / start / end / slack [ns] / depth (start not counted)
4_1_cts: reg1.ReadReg2[24] / Mem_Bus[24] / 0.49 / 0
5_1_grt: reg1.ReadReg2[26] / Mem_Bus[26] / 0.51 / 0
6_report: reg1.ReadReg2[28] / Mem_Bus[28] / 0.49 / 0
logic make-up (layout without fill, tap and decap cells):
group / count (synthesis) / in the layout / synth area share [%]
AOI/OAI and AO/OA: 667 / 667 / 6.40
buffers and inverters: 391 / 566 / 2.21
adders and majority gates: 147 / 147 / 2.73
other: 1 / 3 / 0.00551
xor gates and xnor gates: 87 / 87 / 1.12
DFF: 1337 / 1337 / 57.9
and+or+nand+nor: 581 / 581 / 4.18
muxes: 888 / 888 / 25.4
cells in the mapped netlist, drive strengths merged (53+ instances only):
cell,instances
inv,103
ha,144
dfxtp,71
mux2,156
mux4,659
buf,106
nand2,129
mux2i,73
xnor2,53
o21ai,206
a21oi,128
clkbuf,181
nor2,178
edfxtp,1266
layer usage:
metal | vias up | routed length (microns)
met3 | 359 | 34400
met2 | 2640 | 101000
li1 | 17100 | -
met1 | 20600 | 71100
met4 | 8 | 7660
met5 | - | 231
final cells by class:
class / count / area (sq um) / area share [%]
clock inverters: 71 / 711 / 0.930
clock buffers: 196 / 4000 / 5.24
well taps: 2218 / 2780 / 3.63
repair buffers: 195 / 1570 / 2.06
flip-flops and latches: 1337 / 39400 / 51.6
multi-input cells: 2371 / 27500 / 36.0
diodes: 2 / 5.00 / 0.00655
inverters: 104 / 390 / 0.511
Power and IR drop assume default switching activity.
