--- flow/run.sh ---
#!/bin/bash
# OpenROAD 26Q1-2900-gdf79404cd8, Yosys 0.63+post, stock flow scripts
make -C /OpenROAD-flow-scripts/flow DESIGN_CONFIG=/design/flow/config.mk WORK_HOME=/design/flow/orfs finish
--- flow/config.mk ---
export PLATFORM = sky130hd
export DESIGN_NAME = niceDivider
export DESIGN_NICKNAME = niceDivider
export VERILOG_FILES = /design/flow/design.v
export SDC_FILE = /design/flow/constraint.sdc
export NUM_CORES = 4
export LEC_CHECK = 1
export CORE_UTILIZATION = 50
--- flow/constraint.sdc ---
current_design niceDivider

set clk_period 4.0
set clk_io_pct 0.2

create_clock -name clk0 -period $clk_period [get_ports {clk50Mhz}]

set non_clock_inputs [all_inputs -no_clocks]
set_input_delay [expr $clk_period * $clk_io_pct] -clock clk0 $non_clock_inputs
set_output_delay [expr $clk_period * $clk_io_pct] -clock clk0 [all_outputs]
--- flow/design.v ---
module niceDivider(clk50Mhz, slowClk,kindaSlowClk);
  input clk50Mhz; 	 
  output slowClk; 	 
  output kindaSlowClk;
  reg[26:0] counter;
  reg[26:0] counter1;
  reg slowClk;
  reg kindaSlowClk;
  initial
  begin
   	counter <= 0;
  end
  always @ (posedge clk50Mhz)
  begin
   	counter <= counter + 1;		 
   	if(counter == 25000000)    
   	  begin
   	    counter <= 0;
   	    slowClk <= ~slowClk;
 	    end
 	  else
 	    counter <= counter + 1;
	if(counter1 == 100000)    
   	  begin
   	    counter1 <= 0;
   	    kindaSlowClk <= ~kindaSlowClk;
 	    end
 	  else
 	    counter1 <= counter1 + 1;
  end
endmodule
==> flow_metrics.tcl <==
# flow metrics
set metrics [dict create \
    core_sq_mm 0.00447 \
    avgSynthCellArea_sq_um 9.38 \
    met3_length_um 117 \
    slowest_delay_ps 660 \
    wl_met1_um 2410 \
    power-per-cell-area_mw_per_mm2 331 \
    synth_area_sq_mm 0.00240 \
    synthTopCellsByArea "dfxtp_1, xnor2_1, xor2_1" \
    via_count 1691 \
    dpl.hpwl_um 2880 \
    p_sw_share_pct 19.3 \
    min_period_ps 2110 \
    die_area_sq_mm 0.00509 \
    clk_path_buf_depth 2 \
    cp.required_ps 4190 \
    slew_headroom_pct 41.4 \
    intPower_uw 681 \
    viasPerCell 5.40 \
    first_iter_violations 56 \
    yosys-stat-area_sq_mm 0.00240 \
    postRouteAntennaNets 0 \
    cts.sinks 56 \
    ys_cells 256 \
    first_pass_iters 4 \
    ff_type "dfxtp_1" \
    instances_no_fill 313 \
    rows 24 \
    min_path_type "reg2reg" \
    yosys.area.top_type "dfxtp_1" \
    htree_levels 2 \
    root_buffer "clkbuf_8" \
    comb_power_share_pct 0 \
    fin_crit_sh_pct 52.7 \
    regToRegStartpoint "counter1[0]$_SDFF_PN0_" \
    finClkSkew_ps 4.25 \
    yosysSeqAreaShare_pct 47.5 \
    grt_pass1_wl_um 7100 \
    r2r_setup_slack_ps 1890 \
    cpMostUsedCell "nand4_1" \
    wire_per_inst_um 12.9 \
    max_freq_ghz 0.475 \
    path_max_fanout 6 \
    peakVddDrop_v 0.000263 \
    first_global_vias 1475 \
    reg2reg_to "counter1[26]$_SDFF_PN0_" \
    status "finished clean" \
    setup_viol 0 \
    synth.distinct_cells 33 \
    die_h_um 71.3 \
    grt_max_degree 17 \
    cellLeakagePower_uw 0.000913 \
    hold_viol 0 \
    syn2layout_area_growth_pct 6.09 \
    route.detailed.drc 0 \
    clockPowerShare_pct 33.7 \
    grt_setup_unrepaired "no" \
    yosysWarnings 1 \
    io_buffers 2 \
    ff2ff_path_depth 5 \
    gr-total-overflow 0 \
    end_kind "flip-flop" \
    ios 3 \
    dp_cells 306 \
    cp.arrival_ps 2300 \
    syn_inst 256 \
    synth_flops 56 \
    worstPathCellList "ha_1 -> nand4_1 -> nor4_2 -> nand4_1 -> mux2_2" \
    yosysTopAreaCellShare_pct 45.0 \
    async_reset_ff_share_pct 0 \
    antennaDiodeCount 0 \
    maxCapViolations 0 \
    crit_slowest_cell "nor4_2" \
    clk_latency_ps 300 \
    wirelength_um 4040 \
    min_delay_worst_endpoint "counter1[21]$_SDFF_PN0_" \
    final_core_util_pct 57.0 \
    critPathLaunchType "flip-flop" \
    finalHoldWorstSlack_ps 479 \
    cts_buffers 5 \
    path_clk_slew_ps 90 \
    top_layer_used "met4" \
    holdBufCountCts 0 \
    antenna_found_initial 0 \
    cts_resized 0 \
    fp.dieW_um 71.3 \
    fp_util_pct 53.7 \
    fin_setup_tns_ps 0 \
    hold_depth 1 \
    worst_pin_slew_ps 872 \
    synth-edff-count 2 \
    worst_hold_startpoint "counter1[21]$_SDFF_PN0_" \
    cts_tree "yes" \
    warnings 27 \
    crit_type "reg2reg" \
    place_congestion 0.823 \
    drive_gt1_share_pct 4.98 \
    wl_met2_um 1450 \
    p_sw_uw 163 \
    slew_viol_final 0 \
    power_frac_seq_pct 66.3 \
    grtUsageTotal_pct 17.9 \
    postCtsSetupBuffers 0 \
]
[sequential cells by signal (all words and copies together), names as in the netlist]
| register | flops |
|---|---|
| slowClk | 1 |
| kindaSlowClk | 1 |
| counter | 27 |
| counter1 | 27 |
[synthesized netlist by cell type (5+ instances only)]
| cell | n |
|---|---|
| xnor2_1 | 24 |
| dfxtp_1 | 54 |
| nor2_1 | 33 |
| inv_1 | 11 |
| nand3_1 | 22 |
| nor3_1 | 8 |
| xor2_1 | 17 |
| o21ai_0 | 5 |
| nand2_1 | 11 |
| nand4_1 | 19 |
[how the worst max path moves through the flow]
stage,start,end,slack [ps],cells past startpoint
global route,counter1[0]$_SDFF_PN0_,counter1[26]$_SDFF_PN0_,1760,7
finish,counter1[0]$_SDFF_PN0_,counter1[26]$_SDFF_PN0_,1890,5
CTS,counter1[0]$_SDFF_PN0_,counter1[26]$_SDFF_PN0_,1910,5
[final cells by class]
type                    instances  area [sq um]
clock buffers                   7          76.3
fillers                       415          1930
inverters                      11          41.3
multi-input cells             185          1200
flip-flops and latches         56          1140
well taps                      52          65.1
repair buffers                  2          20.0
[power groups by stage]
stage / registers [uW] / logic, uW / clock network [uW]
CTS: 560 / 0.000417 / 298
global route: 560 / 0.000417 / 324
finish: 560 / 0.000417 / 284
[layout by cell type (no fill, tap or decap), drive strengths merged, types with 2 or more instances in the layout]
cell and n:
dfxtp 54, nor2 34, xnor2 24, nand3 22, nand4 20, xor2 17
inv 11, nand2 11, nor3 8, clkbuf 7, or4 6, o21ai 5
nor4 5, and3 4, nor4b 4, nand3b 4, ha 4, and4 3
and2 2, nor2b 2, nand2b 2, a21o 2, edfxtp 2, clkdlybuf4s50 2
[critical path: cells and delay by family, from the launching register on]
kind | cells | cell delay (ps)
and+or+nand+nor | 3 | 1090
DFF | 1 | 400
muxes | 1 | 290
adders and majority gates | 1 | 230
[metal layers]
| metal | global-route usage [%] | vias to the layer above |
|---|---|---|
| met3 | 2.85 | 8 |
| met4 | 2.44 | 0 |
| met2 | 22.0 | 18 |
| met5 | 0 | - |
| li1 | - | 903 |
| met1 | 34.2 | 762 |
[stage by stage]
| step | power, uW | setup WS, ps | area, sq um |
|---|---|---|---|
| after CTS | 858 | 1910 | 2550 |
| after floorplan | 573 | 2130 | 2400 |
| final | 844 | 1890 | 2550 |
| after global placement | 573 | 1920 | 2470 |
| after global routing | 883 | 1760 | 2550 |
| after detailed placement | 573 | 1920 | 2470 |
[cells by family after synthesis]
logic type	count (synthesis)	share of synthesized area, %
AOI/OAI and AO/OA	8	2.08
xor gates and xnor gates	41	14.9
adders and majority gates	4	2.08
buffers and inverters	15	2.34
DFF	56	47.5
muxes	2	0.885
and+or+nand+nor	130	30.2
Power and IR drop assume default switching activity.
